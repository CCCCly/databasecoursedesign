==> design/flow/design.v <==
module mux2 #(parameter WIDTH = 32) 
(
input s,
input [WIDTH-1:0] d0, d1,			
output [WIDTH-1:0] y
);	
assign y = s ? d1 : d0;
endmodule 
==> design/flow/run.sh <==
#!/bin/bash
# OpenROAD 26Q1-2900-gdf79404cd8, Yosys 0.63+post, stock flow scripts
make -C /OpenROAD-flow-scripts/flow DESIGN_CONFIG=/design/flow/config.mk WORK_HOME=/design/flow/orfs finish
==> design/flow/config.mk <==
export PLATFORM = sky130hd
export DESIGN_NAME = mux2
export DESIGN_NICKNAME = mux2
export VERILOG_FILES = /design/flow/design.v
export SDC_FILE = /design/flow/constraint.sdc
export NUM_CORES = 4
export LEC_CHECK = 1
export CORE_AREA = 10 10 70 70
export DIE_AREA = 0 0 80 80
==> design/flow/constraint.sdc <==
current_design mux2

set clk_period 1.0
set clk_io_pct 0.2

create_clock -name clk0 -period $clk_period

set non_clock_inputs [all_inputs -no_clocks]
set_input_delay [expr $clk_period * $clk_io_pct] -clock clk0 $non_clock_inputs
set_output_delay [expr $clk_period * $clk_io_pct] -clock clk0 [all_outputs]
==> changes_impl.md <==
### Physical design

* Cycle use final at 110.1%
* Hold Violations, Final at 0
* Net Sw Power at 0.1383 mW
* Leak at 0.8516 nW
* Relative max-transition margin at 93.39%
* Average size of a mapped cell at 15.12 sq um
* Number of port buffers at 97
* Yosys stat chip area at 544.3 sq um
* Total GRT Usage at 8.289%
* P_int at 0.4778 mW
* Synth top cell by count: mux2_4
* GR peak layer: met2
* Startpoint types: primary input
* Routed WL per cell at 16.14 um
* Flip-flops at 0
* Clock power frac at 0%
* Cell area after layout at 1565 sq um
* Final setup viols at 32
* Vias in the first global route at approximately 810
* Setup TNS at -2.638 ns
* Number of distinct library cells after synthesis at 4
* Vias per inst at between 3 and 4
* Yosys Instances at 36
* Hold Startpoint: d0[25]
* Largest net degree at the start of global routing at 10
* Post-placement cell area at 1536 sq um
* Final setup margin at -0.1008 ns
* Post-synth top area cell: mux2_4
* Router iterations before antenna repair at 2
* WP data arrival at ~0.9 ns
* Initial antenna violation count at 0
* Register area at 0 sq um
* Fin crit period at 1.101 ns
* Failing checks: negative setup slack
* Critical path data required time at 0.80 ns
* Outcome: complete, but fails checks
* Post-synth seq share at 0%
* PD cells at 393.6 nW/um^2
* Tot Pwr at just over 0.6 mW
* Met3 usage at under 10%
* Total gr overflow at 0
* DP Wirelength at 2408 um
* # fillers at 335
* Final Max Tran Viols at 0
* Gate power share at 100.0%
* Cts hold-fix bufs at 0
* Die X at around 80 um
* Worst-Margin Slew at 0.09916 ns
* Worst Hold Class: in -> out
* DRC violations left at 0
* Fmax achieved at 908.5 MHz
* Chip Height at 80 um
* Ports at around 97
* Final Hold Slack at 0.7942 ns
* Met2 Track Usage GR at 13.88%
* Gate Area at between 400 and 500 sq um
* Met1 Use GR at 10.55%
* Top post-synthesis cells by count: 30 x mux2_4, 3 x buf_12, 2 x mux2_2, 1 x buf_6
* First-pass GRT wire length at 4305 um
* Critical Path Fanout Max at 6
* CP Capture Type: output pin
* Hold Crit Depth at 3
* Core Util at FP at 15.93%
* Final Non-Filler Cells at 181
* Post-CTS Setup Inserts at 0
* Area of the mapped netlist at about 540 sq um
* Drt initial violations at 3
* Max-cap violations at 0
* Total core area at 3416 sq um
* Synth Instances at 36
* Area growth from synthesis to layout at 187.6%
* Via count at roughly 720
* GPL Wtd Cong at 0.7597
* Synthesis warning total at 0
* WS Path Type: in -> out
* Biggest area cells: mux2_4 83%, buf_12 11%, mux2_2 4.1%, buf_6 2.1%
* Layout cells sized above 1 at 52.59%
* Die area at approximately 6400 sq um
* WHS Endpoint: y[25]
* Switching share of power at 22.45%
* Synth top area share at 82.76%
* Unrepaired setup endpoints after global routing: yes
* Antenna diodes at 0
* Peak supply drop at 0.1853 mV
* Sequential share of power at 0%
* Antenna Nets Post-Route at 0
* Tool Warnings at 34
* Final wirelength at between 2000 and 3000 um
* Placed cells at 177
* Cell Rows at 21
* Clock buffers at 0
[cell type report]
type	count	area share, %
multi-input cells	32	30.70
well taps	46	3.677
repair buffers	103	65.63
[metrics by stage]
step	worst slack (ns)	utilization [%]
after floorplan	0.06690	-
after CTS	-0.09179	43.96
after global placement	-0.4924	44.98
after global routing	-0.1100	45.82
after detailed placement	-0.4961	44.98
final	-0.1008	45.82
[logic make-up after synthesis]
group / Yosys count / share of synthesized area, %
multiplexers: 32 / 86.90
buffers and inverters: 4 / 13.10
[worst max-delay path, stage by stage]
cell	delay [ns]
buf_16	0.13
clkbuf_16	0.16
mux2_4	0.30
buf_6	0.11
[worst max path at each step]
stage / startpoint / endpoint / slack, ns / cells after the start
4_1_cts: s / y[2] / -0.09 / 4
5_1_grt: s / y[26] / -0.11 / 4
6_report: s / y[26] / -0.10 / 4
[per-layer routing]
| layer | wire length [um] | vias up |
|---|---|---|
| li1 | - | 342 |
| met5 | 0 | - |
| met1 | 1188 | 323 |
| met2 | 1432 | 53 |
| met4 | 21 | 0 |
| met3 | 278 | 2 |
[power by group through the flow]
| stage | logic (mW) | clock network [mW] | registers [mW] |
|---|---|---|---|
| CTS | 0.593 | 0 | 0 |
| global route | 0.662 | 0 | 0 |
| finish | 0.616 | 0 | 0 |
[repair_timing]
| action | CTS | global route |
|---|---|---|
| resized | 186 | 6 |
| gates cloned | 3 | 1 |
| setup endpoints to repair | 32 | 32 |
[cells in the final DEF (no fill, tap or decap)]
master and n:
dlygate4sd2_1 64, mux2_4 32, buf_6 21, buf_2 11, buf_16 4, buf_12 2, clkbuf_16 1
Power is estimated from default activity; no workload was simulated.
