==> design/flow/design.v <==
module register #(parameter WIDTH = 32)                
(
input ena, clk, rst,                
input [WIDTH-1:0] data,                
output reg [WIDTH-1:0] out
);
always @(posedge clk)  
if(rst)         
	out <= 0;      
else if (ena)
	out <= data;
endmodule
==> design/flow/run.sh <==
#!/bin/bash
# OpenROAD 26Q1-2900-gdf79404cd8, Yosys 0.63+post, stock flow scripts
make -C /OpenROAD-flow-scripts/flow DESIGN_CONFIG=/design/flow/config.mk WORK_HOME=/design/flow/orfs finish
==> design/flow/config.mk <==
export PLATFORM = sky130hd
export DESIGN_NAME = register
export DESIGN_NICKNAME = register
export VERILOG_FILES = /design/flow/design.v
export SDC_FILE = /design/flow/constraint.sdc
export NUM_CORES = 4
export LEC_CHECK = 1
export CORE_UTILIZATION = 30
==> design/flow/constraint.sdc <==
current_design register

set clk_period 1.0
set clk_io_pct 0.2

create_clock -name clk0 -period $clk_period [get_ports {clk}]

set non_clock_inputs [all_inputs -no_clocks]
set_input_delay [expr $clk_period * $clk_io_pct] -clock clk0 $non_clock_inputs
set_output_delay [expr $clk_period * $clk_io_pct] -clock clk0 [all_outputs]
==> Changelog: implementation <==
### Changed

- Dpl hpwl: 1720 µm
- RSZ-0062 raised after global routing: false
- Slowest cell delay on critical path: about 0.33 ns
- M1 GR Usage: between 10% and 20%
- Initial DRC count: 18
- Worst Path Buf+Inv: 1
- Pleak: 0.880 nW
- Placed Area: between 0.0015 and 0.002 mm²
- Hold Path Depth: 4
- Final instance area: ~0.0019 mm²
- Slowest cell on the critical path: dfxtp_2
- Diode count: 0
- CP delay by family, top: flip-flops
- Syn. warnings: 1
- Avg WL per Cell: around 11 µm
- Post-Layout Cell Count: about 220
- Synth Seq Share: 55.1%
- GRT busiest layer: met1
- Status: complete, no violations
- CP max FO: 2
- Post-route clock period utilization: 96.6%
- DRT Pass-1 Iters: 2
- Gp weighted congestion: ~0.69
- Placed Instances: between 200 and 250
- Synthesized area: between 0.001 and 0.0015 mm²
- Tool warnings: 25
- Highest clock rate: slightly above 1000 MHz
- Period minus WS final: approximately 0.97 ns
- Final max-slew violation count: 0
- HP Class: in2reg
- Core footprint: 0.00369 mm²
- Clock-pin slew on the worst setup and hold paths: 0.06 ns
- Crit. End Element: output port
- I/O Pins: approximately 67
- Crit path kind: reg2out
- Worst-margin pin slew: between 0.1 and 0.15 ns
- Largest registers: out: 32 flops
- Die Width: 64.3 µm
- Syn_area_per_cell: roughly 11 µm²
- Cts hold-fix bufs: 0
- Largest net degree at the start of global routing: 33
- Chip area: around 0.0041 mm²
- CTS tree: done
- Share of cells above drive strength 1: 34.1%
- Top cells, area: dfxtp_1 (55%), mux2i_1 (28%), nor2_1 (10%)
- Critical Path Source Type: flop
- Yosys reg bits: 32
- Max reg flops: 32
- Max_slew headroom: 89.9%
- DIE HEIGHT: between 60 and 70 µm
- Pwr/cell area: approximately 1500 mW/mm²
- GRT Overall Usage: roughly an eighth
- Vias in the first global route: 906
- R2R depth: 2
- Largest type area fraction: 55.1%
- Stages on the worst setup path: 1
- Root Buffer: clkbuf_8
- Top logic cells by instance count in the layout: clkdlybuf4s50_1 (33), mux2i_1 (32), nor2_1 (32), dfxtp_2 (32), clkdlybuf4s15_1 (17)
- Longest Clk Path Bufs: 2
- Synth unique cells: 6
- Row count: 22
- Overall routed net length: ~2400 µm
- Max IR drop VDD: roughly 890 µV
- Global-route wire length before repair: around 4000 µm
- Clock latency (worst-skew pair): between 0.2 and 0.3 ns
- Area delta synth->final: 64.5%
- CP required: ~0.8 ns
- Ys cells: between 100 and 150
- H-tree levels: 2
- CTS Buf Count: 5
- DRC Markers: 0
- Max_cap viols: 0
- Number of routed nets with antenna violations: 0
- CP arrival: between 0.7 and 0.8 ns
- Port Buffer Count: ~66
- Initial antenna violation count: 0
- Most frequent logic cell in the layout: clkdlybuf4s50_1
- Post-CTS Resized: between 90 and 100
- Post-Synthesis Cells: about 100
- Clock sinks: 32
- DR vias/cell: around 4.2
- Postcts setup bufs: 0
- GRT met2 Usage: 17.8%
- Critical-path cell list: clkdlybuf4s15_1
- Hold Vio Cnt, Final: 0
- Yosys top cell by area: dfxtp_1
- Fp_density: between 30% and 40%
- Final tally of setup violations: 0
- Top reg by flops: out
- Met3 usage in global routing: 5.62%
- Yosys stat area: 0.00116 mm²
- Via count: about 920
- Global route overflow: 0
- Filler cell count: 346
- Clk_skew: 0 ns
power by group:
group	switching, W	total (W)	internal [W]
sequential	0.0000380	0.00140	0.00137
clock	0.000441	0.000988	0.000548
combinational	0.000121	0.000397	0.000276
total	0.000599	0.00279	0.00219
kinds of logic after synthesis:
kind of cell,Yosys count,synth area share (%)
mux,32,27.5
flops,32,55.1
simple gates,32,10.3
buf+inv,7,7.10
layer usage:
metal | up-vias | routed length (µm)
li1 | 475 | -
met1 | 395 | 1190
met2 | 45 | 940
met3 | 4 | 251
met4 | 0 | 30
met5 | - | 0
final cells by class:
type                       count  area [µm²]  area share, %
sequential                    32         681           35.6
clock inverter                 2        10.0          0.523
multi-input combinational     64         440           23.0
timing repair buffer          69         641           33.5
clock buffer                   6        82.6           4.31
tap                           48        60.1           3.14
final timing paths:
check | slack [ns] | from | to
max | 0.03 | out[29] | out[29]
min | 0.41 | ena | out[14]
max reg2reg | 0.38 | out[2] | out[2]
min reg2reg | 0.48 | out[22] | out[22]
per-stage QoR:
step	total power [W]	setup TNS [ns]	hold slack [ns]	utilization, %	setup slack (ns)
floorplan	0.00157	0	0.272	-	0.207
global placement	0.00186	-2.36	0.477	50.3	-0.0761
detailed placement	0.00187	-2.74	0.486	50.3	-0.0916
CTS	0.00286	0	0.413	53.9	0.00399
global route	0.00293	0	0.432	51.9	0.000422
finish	0.00279	0	0.412	51.9	0.0337
Yosys cell counts, drive strengths merged:
cell,n
buf,4
clkbuf,3
dfxtp,32
mux2i,32
nor2,32
Power figures rest on the tool's default switching activity, not on a simulated workload.
